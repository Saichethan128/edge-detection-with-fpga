$ cat flow/design.v
module vga_generator(input clk,                     
                    output reg [18:0] addra,
                    input [7:0] douta,
                    output reg [7:0] r,
                    output reg [7:0] g,
                    output reg [7:0] b,
                    output reg de,
                    output reg vsync = 0,
                    output reg hsync = 0,
                    input done,
                    input ready
                     );
    parameter H = 500   ;
    parameter V= 500;
    reg ena=1'b1;
    reg wea=1'b0;
    reg [7:0] dina=24'b0;
    wire  blanking = 0;
    reg [23:0] colour;
    reg [11:0] hcounter = 0;
    reg [11:0] vcounter = 0;
    parameter ZERO = 0;
    wire [11:0] hVisible;
    wire [11:0] hStartSync;
    wire [11:0] hEndSync;
    wire [11:0] hMax;
    wire  hSyncActive = 1;
    wire [11:0] vVisible;
    wire [11:0] vStartSync;
    wire [11:0] vEndSync;
    wire [11:0] vMax;
    wire  vSyncActive = 1;
       assign hVisible =  ZERO + 1920;
       assign hStartSync  = ZERO + 1920+88;
       assign hEndSync    = ZERO + 1920+88+44;
       assign hMax        = ZERO + 1920+88+44+148-1;
       assign vVisible    = ZERO + 1080;
       assign vStartSync  = ZERO + 1080+4;
       assign vEndSync    = ZERO + 1080+4+5;
       assign vMax        = ZERO + 1080+4+5+36-1;
    always @(hcounter or vcounter) 
        begin
            if((hcounter<H)&&(vcounter<V))
                begin
                    addra <= vcounter * H + hcounter;
                    colour[23:16] <= douta[7:0];
                    colour[15:8] <= douta[7:0];
                    colour[7:0] <= douta[7:0];
                end
            else
                begin
                    colour[23:0]<=24'b0;
                end
        end
    always @(posedge clk) 
        begin
            if(vcounter >= vVisible || hcounter >= hVisible) 
                begin
                  r <= {8'b0};
                  g <= {8'b0};
                  b <= {8'b0};
                  de <= 1'b 0;
                end
            else 
                begin
                  b <= colour[23:16] ;
                  g <= colour[15:8] ;
                  r <= colour[7:0] ;
                  de <= 1'b1;
                end
            if(vcounter == vStartSync)
                begin
                  vsync <= vSyncActive;
                end
            else 
                if(vcounter == vEndSync) begin
                  vsync <=  ~((vSyncActive));
                end
            if(hcounter == hStartSync) 
                begin
                  hsync <= hSyncActive;
                end
            else if(hcounter == hEndSync)
                begin
                  hsync <=  ~((hSyncActive));
                end
            if(hcounter == hMax) 
                begin
                    hcounter <= {1'b0};
                    if(vcounter == vMax)
                        begin
                            vcounter <= {1'b0};
                        end
                    else 
                        begin
                            vcounter <= vcounter + 1;
                        end
                end
            else
                begin
                    hcounter <= hcounter + 1;
                end
        end
endmodule
$ cat flow/constraint.sdc
current_design vga_generator

set clk_period 2.5
set clk_io_pct 0.2

create_clock -name clk0 -period $clk_period [get_ports {clk}]

set non_clock_inputs [all_inputs -no_clocks]
set_input_delay [expr $clk_period * $clk_io_pct] -clock clk0 $non_clock_inputs
set_output_delay [expr $clk_period * $clk_io_pct] -clock clk0 [all_outputs]
$ cat flow/run.sh
#!/bin/bash
# OpenROAD 26Q1-2900-gdf79404cd8, Yosys 0.63+post, stock flow scripts
make -C /OpenROAD-flow-scripts/flow DESIGN_CONFIG=/design/flow/config.mk WORK_HOME=/design/flow/orfs finish
$ cat flow/config.mk
export PLATFORM = sky130hd
export DESIGN_NAME = vga_generator
export DESIGN_NICKNAME = vga_generator
export VERILOG_FILES = /design/flow/design.v
export SDC_FILE = /design/flow/constraint.sdc
export NUM_CORES = 4
export LEC_CHECK = 1
export CORE_UTILIZATION = 50
==> Slide: Implementation Results <==
Implementation Results

Run status
  – Status: complete, no violations

Final layout
  – Most frequent cells in the layout: inv_1 (71), ha_1 (64), clkdlybuf4s50_1 (54), fa_1 (39), nor2_1 (33)
  – Most numerous logic cell after layout: inv_1
  – Filler cell count: 743
  – Flop area: 1110 sq um
  – Gate Area: 2980 sq um
  – Layout cells sized above 1: 4.66%
  – Area Overhead vs Synth: 15.6%

Detailed routing
  – Residual DRC count: 0
  – Antenna Violating Nets Remaining: 0
  – Drt pass-1 iters: 5
  – DR iter-0 viols: 151
  – WL/cell: 13.3 um
  – Vias: 3096
  – Final WL: 8.30 mm
  – Post-DR vias/cell: 4.97
  – # diodes: 0

Clock network
  – CTS resizes: 0
  – Post-CTS setup buffer count: 0
  – CTS tree: built
  – CTS Root Cell: clkbuf_8
  – Post-CTS Hold Fix Bufs: 0
  – Reg clk slew, reported paths: 80 ps
  – Clk ins delay skew pair: 290 ps
  – Clk buf depth: 2
  – CTS HTree Levels: 2
  – TritonCTS buffer count: 5

Synth
  – Main flop type: dfxtp_1
  – Area share, top type: 17.9%
  – Chip Area, Yosys: 4480 sq um
  – Distinct lib cells used: 52
  – Synth async-reset ratio: 0%
  – FF+latch count, synth: 54
  – Flip-flops with a built-in enable: 12
  – Ys cells: 465
  – Syn Inst Count: 465
  – Syn avg cell area: 9.64 sq um
  – Ys Warns: 1
  – Post-synth top area cell: ha_1
  – Top cells by area, synth: ha_1 (18%), fa_1 (17%), dfxtp_1 (10%), edfxtp_1 (8.0%), dlxtp_1 (6.4%)
  – Mapped cell area: 4480 sq um

Floorplanning
  – Core area: 8680 sq um
  – Die W: 96.7 um
  – Die H: 96.7 um
  – IO Count: 57
  – Row count: 34
  – Die area: 9350 sq um
  – Floorplan Utilization: 51.6%

Final timing
  – Register pins left without a clock: 19
  – Final slew viol count: 0
  – Fin. Hold Viols: 0
  – Setup-failing EPs final: 0
  – Final min period: 2000 ps
  – Peak Freq: 501 MHz
  – Cycle use final: 79.8%
  – Final Skew: 11.2 ps
  – Max_slew headroom: 68.9%
  – RSZ-0062 raised after global routing: no
  – Slew @ Worst Pin: 461 ps
  – Setup TNS: 0 ps
  – Hold Slack: 487 ps
  – Count of endpoints without a timing constraint: 38

Placed design
  – Hpwl dp: 6.99 mm
  – Routability cong.: 0.902
  – Input/output buffers: 54

Worst hold path
  – Hold crit path type: register to register
  – Worst hold path depth: 1
  – Hold Startpoint: hcounter[0]$_SDFF_PN0_
  – Hold Path Sink: hcounter[0]$_SDFF_PN0_

Global routing
  – Global routing usage on met1: 30.0%
  – Global Route Usage Sum: 19.7%
  – Largest net degree at the start of global routing: 28
  – Antenna violations before repair: 0
  – Most crowded layer after global routing: met2
  – Met2 Usage GRT: 32.9%
  – Wire length of the first global-routing pass: 14.4 mm
  – GR Layer Usage met3: 2.87%
  – Global route overflow: 0
  – Vias in the first global route: 3075

Worst setup path
  – Critical-path top delay cell: edfxtp_1
  – Critical path type: register to register
  – WP data arrival: 2040 ps
  – Startpoint types: register
  – Worst-path cell chain: inv_1 -> ha_1 -> nand3_1 -> nor2_1 -> buf_4 -> nor2_1
  – Critical Path Most Common Cell: nor2_1
  – Worst reg2reg path depth: 6
  – Crit. End Element: register
  – R2R Path Start: vcounter[11]$_SDFFCE_PN0N_
  – Crit path DRT: 2550 ps
  – Delay of the slowest critical-path stage: 510 ps
  – R2R Setup Slk: 500 ps
  – CP max FO: 8
  – RR Endpoint: vcounter[11]$_SDFFCE_PN0N_

Pwr
  – Peak supply drop: 0.221 mV
  – Tot Pwr: 1.08 mW
  – Leak pwr: 2.38 nW
  – Power Density: 208 nW/um^2

Run
  – Log Warnings: 47
  – Number of max-cap violations: 0
-- layout make-up --
type | instances | area share [%]
clock buffers | 6 | 1.81
clock inverters | 2 | 0.266
inverters | 71 | 5.14
multi-input cells | 322 | 57.5
flip-flops and latches | 54 | 21.3
well taps | 108 | 2.61
repair buffers | 60 | 11.3
-- state kept, by name, summed over array words and instances, names as in the netlist --
name,count
addra,19
b,8
de,1
hcounter,12
hsync,1
vcounter,12
vsync,1
-- Yosys cell counts, drive strengths merged (2+ instances only) --
cell type  instances
inv               71
ha                64
fa                39
nor2              33
xnor2             32
nand2             27
dfxtp             23
dlxtp             19
buf               16
a21oi             15
edfxtp            12
nand3             12
o21ai             12
xor2              11
and3               9
nor2b              9
nand4              8
nor3               5
o21a               5
a21o               4
or3                4
a211oi             3
a31oi              3
a21boi             2
and4bb             2
clkbuf             2
nand4b             2
nor3b              2
nor4               2
o211ai             2
-- per-layer routing --
metal / vias to the layer above / share of wire, %
li1: 1619 / -
met1: 1407 / 50
met2: 67 / 46
met3: 3 / 3.8
met4: 0 / 0.17
met5: - / 0
-- where the power goes --
| part | leakage, nW | internal [mW] | switching, mW |
|---|---|---|---|
| registers | 0.461 | 0.584 | 0 |
| logic | 1.86 | 0.0108 | 0.00123 |
| clock network | 0.0563 | 0.257 | 0.224 |
| total | 2.38 | 0.851 | 0.225 |
-- metrics by stage --
step / std cells / setup slack [ps] / util [%] / area (sq um)
global route: 623 / 302 / 59.7 / 5180
floorplan: 465 / 503 / - / 4480
detailed placement: 615 / 475 / 58.5 / 5070
finish: 623 / 504 / 59.7 / 5180
CTS: 623 / 455 / 59.7 / 5180
global placement: 615 / 500 / 58.5 / 5070
-- worst max path at each step --
stage | slack (ps) | from | to | cells past startpoint
4_1_cts | 460 | vcounter[11]$_SDFFCE_PN0N_ | vcounter[11]$_SDFFCE_PN0N_ | 6
5_1_grt | 300 | vcounter[8]$_SDFFCE_PN0N_ | vcounter[8]$_SDFFCE_PN0N_ | 6
6_report | 500 | vcounter[11]$_SDFFCE_PN0N_ | vcounter[11]$_SDFFCE_PN0N_ | 6
-- worst max-delay path: cells and delay by family (launching register included) --
kind	cells	cell delay (ps)
flops	1	510
simple gates	3	500
buf+inv	2	460
fa+ha+maj	1	280
-- logic make-up (layout without fill, tap and decap cells) --
group / Yosys count / in the layout / synth area share, %
flops: 35 / 35 / 18.3
compound gates: 56 / 56 / 9.07
xor+xnor: 43 / 43 / 8.57
latches: 19 / 19 / 6.37
fa+ha+maj: 103 / 103 / 35.3
buf+inv: 89 / 139 / 8.79
simple gates: 120 / 120 / 13.6
No activity file was given, so power comes from the tool's default toggle rates.
