**flow/design.v**
```verilog
module convert_444_422(
    clk,
    r_in,
    g_in,
    b_in,
    hsync_in,
    vsync_in,
    de_in,
    r1_out,
    g1_out,
    b1_out,
    r2_out,
    g2_out,
    b2_out,
    pair_start_out,
    hsync_out,
    vsync_out,
    de_out
    );
input clk;
input[7:0] r_in;
input[7:0] g_in;
input[7:0] b_in;
input hsync_in;
input vsync_in;
input de_in;
output[8:0] r1_out;
output[8:0] g1_out;
output[8:0] b1_out;
output[8:0] r2_out;
output[8:0] g2_out;
output[8:0] b2_out;
output pair_start_out;
output hsync_out;
output vsync_out;
output de_out;
wire   clk;
wire  [7:0] r_in;
wire  [7:0] g_in;
wire  [7:0] b_in;
wire   hsync_in;
wire   vsync_in;
wire   de_in;
reg  [8:0] r1_out;
reg  [8:0] g1_out;
reg  [8:0] b1_out;
reg  [8:0] r2_out;
reg  [8:0] g2_out;
reg  [8:0] b2_out;
reg   pair_start_out;
reg   hsync_out;
reg   vsync_out;
reg   de_out;
reg [7:0] r_a;
reg [7:0] g_a;
reg [7:0] b_a;
reg  h_a;
reg  v_a;
reg  d_a;
reg  d_a_last;
reg  flag;
  always @(posedge clk) begin
    if((d_a == 1'b 1 && d_a_last == 1'b 0) || flag == 1'b 1) begin
      r2_out <= (({1'b 0,r_a}) + ({1'b 0,r_in}));
      g2_out <= (({1'b 0,g_a}) + ({1'b 0,g_in}));
      b2_out <= (({1'b 0,b_a}) + ({1'b 0,b_in}));
      flag <= 1'b 0;
      pair_start_out <= 1'b 1;
    end
    else begin
      flag <= 1'b 1;
      pair_start_out <= 1'b 0;
    end
    r1_out <= {r_a,1'b 0};
    b1_out <= {b_a,1'b 0};
    g1_out <= {g_a,1'b 0};
    hsync_out <= h_a;
    vsync_out <= v_a;
    de_out <= d_a;
    d_a_last <= d_a;
    r_a <= r_in;
    g_a <= g_in;
    b_a <= b_in;
    h_a <= hsync_in;
    v_a <= vsync_in;
    d_a <= de_in;
  end
endmodule
```
**flow/run.sh**
```bash
#!/bin/bash
# OpenROAD 26Q1-2900-gdf79404cd8, Yosys 0.63+post, stock flow scripts
make -C /OpenROAD-flow-scripts/flow DESIGN_CONFIG=/design/flow/config.mk WORK_HOME=/design/flow/orfs finish
```
**flow/config.mk**
```make
export PLATFORM = sky130hd
export DESIGN_NAME = convert_444_422
export DESIGN_NICKNAME = convert_444_422
export VERILOG_FILES = /design/flow/design.v
export SDC_FILE = /design/flow/constraint.sdc
export NUM_CORES = 4
export LEC_CHECK = 1
export CORE_UTILIZATION = 40
```
**flow/constraint.sdc**
```tcl
current_design convert_444_422

set clk_period 5.3
set clk_io_pct 0.2

create_clock -name clk0 -period $clk_period [get_ports {clk}]

set non_clock_inputs [all_inputs -no_clocks]
set_input_delay [expr $clk_period * $clk_io_pct] -clock clk0 $non_clock_inputs
set_output_delay [expr $clk_period * $clk_io_pct] -clock clk0 [all_outputs]
```
==> ci_impl_report.md <==
### Yosys + OpenROAD results

| Metric | Value |
|---|---|
| Pre-CTS WS | `2.21 ns` |
| Cell count in the Yosys report | `just under 200` |
| Setup Buffers After CTS | `0` |
| Hold depth | `0` |
| Pre-antenna DRT Iters | `5` |
| I/O Buffers | `82` |
| Post-CTS Hold Buffers | `0` |
| Hold Path Class | `reg2reg` |
| PwrDens | `approximately 350 nW/um^2` |
| Global-route wire length before repair | `7040 um` |
| DR vias/cell | `4.22` |
| RSZ-0062 raised after global routing | `false` |
| Clk slew on worst S/H paths | `0.07 ns` |
| Synth-to-Final Area Change | `39.6%` |
| Die x size | `between 80 and 90 um` |
| Hold Path End | `hsync_out$_DFF_P_` |
| Logic pwr share | `0.151` |
| Maximum clock path buffer count | `2` |
| Clock root cell | `clkbuf_8` |
| GR Util All Layers | `0.128` |
| Fillers | `551` |
| Max_cap viols | `0` |
| HP Start | `h_a$_DFF_P_` |
| Log Warnings | `25` |
| # DRC | `0` |
| Die ar. | `7450 um^2` |
| Post-CTS sizing | `0` |
| Worst VDD drop | `0.200 mV` |
| Slew @ Worst Pin | `0.558 ns` |
| Crit-path max FO | `2` |
| Final setup vio count | `0` |
| Switching power | `0.283 mW` |
| Reg2reg path depth | `8` |
| Sink Count | `83` |
| Met2 WL | `1800 um` |
| Setup WS post-layout | `2.54 ns` |
| Diodes inserted | `0` |
| Grt ovf | `0` |
| Wirelength, routed | `around 4300 um` |
| IO Pins | `86` |
| Critical path endpoint category | `flop` |
| Std-Cell Rows | `30` |
| Worst setup SP type | `primary input` |
| Hold Violations, Final | `0` |
| H-tree depth | `3` |
| Hpwl dp | `3260 um` |
| Share of cells above drive strength 1 | `0.0788` |
| Register Area | `1930 um^2` |
| Setup tns final | `0 ns` |
| Cell Area, Synth | `2840 um^2` |
| Syn Area/Cell | `roughly 15 um^2` |
| Met3 wire len | `378 um` |
| Reg-to-Reg Start | `b_a[0]$_DFF_P_` |
| WP data arrival | `2.84 ns` |
| Initial antenna violation count | `0` |
| Synth warn | `1` |
| Number of unique standard cell types used by synthesis | `23` |
| CP required | `5.38 ns` |
| Logic area | `roughly 850 um^2` |
| Min cycle time layout | `2.76 ns` |
| Number of global-route vias before repair | `1568` |
| Iter 0 DRT Violations | `43` |
| Clock network power share | `0.306` |
| Placer Congestion | `0.826` |
| Final worst-path cycle share | `0.521` |
| Fmax | `362 MHz` |
| Sequential Power Share | `0.543` |
| Max-slew violations | `0` |
| Fp util | `0.416` |
| Worst Hold Slack | `0.330 ns` |
| Synth flops | `about 83` |
| Largest net degree at the start of global routing | `18` |
| Pleak | `1.61 nW` |
| Cells after Synth | `194` |
| Most numerous logic cells after layout | `clkdlybuf4s50_1, dfxtp_1, edfxtp_1, ha_1, xnor2_1` |
| Status | `finished clean` |
| Commonest Layout Cell | `clkdlybuf4s50_1` |
| Die height | `86.3 um` |
| Worst r2r dst | `b2_out[6]$_DFFE_PN_` |
| Yosys Chip Area | `2840 um^2` |
| WS Path Type | `in2reg` |
| TritonCTS Buffers | `9` |
| R2R setup slack | `3.42 ns` |
| Clock Latency Late Sink | `~0.33 ns` |
| CTS tree | `done` |
| Seq/Total Area, Yosys | `0.680` |
| Metal-1 WL | `2100 um` |
| Area of the core | `6830 um^2` |
| Via count | `1639` |
| Max_slew headroom | `0.628` |
| Max Used Layer | `met4` |
| Pint | `1.09 mW` |
| WL/cell | `11.2 um` |
| Final ANT Viol Nets | `0` |
| Switching part of the total | `0.206` |
| Clock skew | `0.00701 ns` |
-- layer usage --
metal / up-vias / track usage
met2: 57 / 0.180
met4: 0 / 0.0197
met3: 5 / 0.0502
met1: 722 / 0.203
met5: - / 0
li1: 855 / -
-- state kept, by name (all words and copies together), names as in the netlist, 8 cells and up --
register and count:
b2_out 9, g2_out 9, r2_out 9, b1_out 8, b_a 8, g1_out 8
g_a 8, r1_out 8, r_a 8
-- metrics by stage --
step	util	instances	power (mW)	instance area [um^2]
floorplan	-	196	0.839	2850
finish	0.581	388	1.37	3970
global route	0.581	388	1.45	3970
CTS	0.581	388	1.40	3970
global placement	0.553	372	0.972	3780
detailed placement	0.553	372	0.972	3780
-- kinds of logic (layout without fill, tap and decap cells) --
kind of cell / after synthesis / count (layout) / synth area share
other: 1 / 3 / 0.00132
AND/OR/NAND/NOR: 15 / 15 / 0.0277
buffers and inverters: 14 / 110 / 0.0224
adder cells (fa/ha/maj): 27 / 27 / 0.127
XOR/XNOR: 18 / 18 / 0.0555
flip-flops: 83 / 83 / 0.680
AND-OR/OR-AND: 36 / 36 / 0.0867
-- worst max-delay path by stage --
stage / to / startpoint / depth (start not counted) / slack, ns
finish: b2_out[6]$_DFFE_PN_ / b_in[0] / 9 / 2.54
global route: b2_out[6]$_DFFE_PN_ / b_in[0] / 9 / 2.46
CTS: b2_out[6]$_DFFE_PN_ / b_in[0] / 9 / 2.55
-- power groups by stage --
stage     Clock [mW]  Combinational [mW]  Sequential [mW]
6_report       0.420               0.208            0.746
5_1_grt        0.465               0.231            0.753
4_1_cts        0.437               0.212            0.747
-- final cells by class --
class	count	share of cell area
Clock inverter	1	0.00126
Multi-Input combinational cell	99	0.215
Timing Repair Buffer	83	0.209
Tap cell	96	0.0303
Sequential cell	83	0.487
Clock buffer	15	0.0473
Inverter	11	0.0104
-- Yosys cell counts --
library cell,count,area (um^2)
nor3b_2,1,12.5
dfxtp_1,56,1120
a21oi_1,10,50.1
nor4bb_1,1,10.0
nand2_1,5,18.8
nor2b_1,2,12.5
a311oi_2,1,15.0
buf_4,3,22.5
ha_1,24,300
nor2_1,4,15.0
o21ai_1,3,15.0
xnor2_1,13,114
o21a_1,3,22.5
o21ai_0,3,15.0
fa_1,3,60.1
o21bai_1,4,30.0
edfxtp_1,27,811
nand3_1,2,10.0
inv_1,11,41.3
conb_1,1,3.75
xor2_1,5,43.8
a21o_1,5,37.5
a21oi_2,7,61.3
-- critical path, cell delays in order --
cell and delay [ns]:
clkdlybuf4s50_1 0.48, ha_1 0.18, inv_1 0.06, fa_1 0.41
nor2b_1 0.14, o21ai_1 0.08, a21oi_1 0.24, nor3b_2 0.09
xnor2_1 0.12
Power is estimated from default activity; no workload was simulated.
